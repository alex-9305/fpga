### ./config.mk
export PLATFORM = sky130hd
export DESIGN_NAME = count_up_16_bit
export DESIGN_NICKNAME = count_up_16_bit
export VERILOG_FILES = /design/flow/design.v
export SDC_FILE = /design/flow/constraint.sdc
export NUM_CORES = 4
export LEC_CHECK = 1
export CORE_AREA = 10 10 89 89
export DIE_AREA = 0 0 99 99
### ./design.v
module count_up_16_bit
    (
        input wire clk, n_rst,
        output reg [15:0] count_out
    );
    always @(posedge clk or negedge n_rst) begin
        if (n_rst == 1'b0) begin
            count_out = 16'h0000;
        end else begin
            count_out <= count_out + 1'b1;
        end
    end
endmodule
### ./run.sh
#!/bin/bash
# OpenROAD 26Q1-2900-gdf79404cd8, Yosys 0.63+post, stock flow scripts
make -C /OpenROAD-flow-scripts/flow DESIGN_CONFIG=/design/flow/config.mk WORK_HOME=/design/flow/orfs finish
### ./constraint.sdc
current_design count_up_16_bit

set clk_period 2.3
set clk_io_pct 0.2

create_clock -name clk0 -period $clk_period [get_ports {clk}]

set non_clock_inputs [all_inputs -no_clocks]
set_input_delay [expr $clk_period * $clk_io_pct] -clock clk0 $non_clock_inputs
set_output_delay [expr $clk_period * $clk_io_pct] -clock clk0 [all_outputs]
==> summary.txt <==
DIE WIDTH - 99 um
Crit path max-delay family - buffers and inverters
Routed Antenna Nets - 0
Crit Path Category - flop to output pin
Rows - 28
placed insts - 150
Sw Share - 0.184
Hold WC Path Type - flop to flop
routed length per placed instance - 10.0 um
Crit Path Max Fanout - 6
RR Startpoint - count_out[2]
CP Buf/Inv Count - 1
Worst Hold End - count_out[15]
vias in the first global route - 524
synthesis-to-layout area growth - 46.5%
fin cells - 154
Cell Type Count - 12
PD cells - 519 nW/um2
RSZ-0062 raised after global routing - no
Worst Clk Skew - 1.88 ps
RR Endpoint - count_out[15]
biggest registers after layout - count_out: 16 flops
CTS resizes - 0
largest register by flop count - count_out
Hold Fails Final Rpt - 0
Worst R2R Setup Slack - 920 ps
Post-Synthesis Cells - 57
clock network power share - 0.458
Slew @ Worst Pin - 360 ps
CTS Buf Count - 3
Period minus WS final - 1710 ps
Routed WL - 1540 um
Synth flops - 16
initial DRC count - 40
Worst Setup Slack, final - 595 ps
GRT Util Overall - 0.0342
Required @ worst endpoint - 1840 ps
FMAX - 586 MHz
most instantiated logic cells after routing - 17 x clkdlybuf4s50_1, 16 x dfrtp_1, 10 x xor2_1
VDD IR max - 0.389 mV
largest net degree at the start of global routing - 17
Syn Area/Cell - 12.3 um2
final worst path period share - 0.741
fp util - 0.117
Antenna Cells - 0
initial antenna violation count - 0
postcts setup bufs - 0
Latency at later pin - 250 ps
register share after synthesis - 0.570
share of cells above drive strength 1 - 0.127
min-delay src - count_out[15]
Final setup viols - 0
post-synthesis instance area - 702 um2
Die Y - 99 um
CTS tree - done
Worst setup SP type - flop
Arr. time, crit path - 1250 ps
core area - 5990 um2
htree depth - 1
sequential fraction of design power - 0.527
post-DP HPWL - 1190 um
chip area - 9800 um2
clock sink count - 16
# Max-Cap Violations - 0
Commonest Layout Cell - clkdlybuf4s50_1
CP max-delay cell - clkdlybuf4s50_1
Root Buffer - clkbuf_8
Static Leak - 0.420 nW
CP peak stage delay - 530 ps
cells along the critical path - clkdlybuf4s50_1
GRT overflow - 0
gpl congestion - 0.684
clk slew on worst S/H paths - 60 ps
Ys Warns - 1
pre-CTS setup slack - 848 ps
first-pass GRT wire length - 2770 um
yosys stat chip area - 702 um2
Int Pwr - 0.000436 W
Via density - 3.13
Residual DRC - 0
final instance area - 1030 um2
PortBufs - 17
status - completed
TNS Setup - 0 ps
TritonRoute pass-1 iters - 3
DR vias - 482
slew margin rel. - 0.759
R2R depth - 3
Clock Path Buffers - 2
Yosys Instances - 57
DP Area - 973 um2
OpenROAD warning count - 25
CP Capture Type - output pin
Levels on crit path - 1
Min-Delay Path Depth - 1
Pins Over Slew Limit - 0
switching power - 0.0000979 W
CTS Hold Bufs - 0
Logic pwr share - 0.015
max reg flops - 16
I/O pins - 18
## worst max path at each step
stage | from | endpoint | slack, ps
after CTS | count_out[3] | count_out[3] | 570
after global routing | count_out[3] | count_out[3] | 510
final | count_out[3] | count_out[3] | 590
## final cells by class
cell class / count / area, um2
clock buffer: 4 / 55.1
fill: 660 / 4960
inverter: 3 / 11.3
multi-input combinational: 38 / 290
sequential: 16 / 400
tap: 75 / 93.8
timing repair buffer: 18 / 178
## power groups by stage
stage	registers (W)	logic, W	clock network [W]
global route	0.000281	0.00000925	0.000269
finish	0.000281	0.00000798	0.000244
CTS	0.000281	0.00000863	0.000253
## synthesized netlist by cell type
master	number	area, um2
dfrtp_1	16	400
xor2_1	10	87.6
nand3_1	5	25.0
nand2_1	4	15.0
nor3_1	4	20.0
nor4_2	4	50.1
xnor2_1	4	35.0
inv_1	3	11.3
nor2_1	3	11.3
nand4_1	2	12.5
ha_1	1	12.5
nand4_4	1	21.3
## stage by stage
step / power (W) / util / hold WS (ps)
6_report: 0.000534 / 0.172 / 463
5_1_grt: 0.000559 / 0.172 / 504
4_1_cts: 0.000543 / 0.172 / 469
3_5_place_dp: 0.000295 / 0.162 / 463
3_3_place_gp: 0.000295 / 0.162 / 456
2_1_floorplan: 0.000287 / - / 164
## kinds of logic (layout without fill, tap and decap cells)
logic type | Yosys count | after routing | synth area share
simple gates | 23 | 23 | 0.221
buf+inv | 3 | 25 | 0.0160
flops | 16 | 16 | 0.570
fa+ha+maj | 1 | 1 | 0.0178
xor+xnor | 14 | 14 | 0.175
## layer usage
| layer | vias up | routed length, um | track usage |
|---|---|---|---|
| met5 | - | 0 | 0 |
| li1 | 238 | - | - |
| met1 | 226 | 639 | 0.0430 |
| met4 | 0 | 14 | 0.00331 |
| met3 | 2 | 237 | 0.0247 |
| met2 | 16 | 653 | 0.0481 |
Power is estimated from default activity; no workload was simulated.
